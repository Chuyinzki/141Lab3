[design/flow/config.mk]
export PLATFORM = sky130hd
export DESIGN_NAME = reg_file
export DESIGN_NICKNAME = reg_file
export VERILOG_FILES = /design/flow/design.v
export SDC_FILE = /design/flow/constraint.sdc
export NUM_CORES = 4
export LEC_CHECK = 1
export CORE_UTILIZATION = 50
[design/flow/constraint.sdc]
current_design reg_file

set clk_period 50.9
set clk_io_pct 0.2

create_clock -name clk0 -period $clk_period [get_ports {clk}]

set non_clock_inputs [all_inputs -no_clocks]
set_input_delay [expr $clk_period * $clk_io_pct] -clock clk0 $non_clock_inputs
set_output_delay [expr $clk_period * $clk_io_pct] -clock clk0 [all_outputs]
[design/flow/design.v]
module reg_file #(parameter addr_width_p = 6)
                (input clk
                ,input [addr_width_p-1:0] rs_addr_i
                ,input [addr_width_p-1:0] rd_addr_i
                ,input wen_i
                ,input [31:0] write_data_i
                ,output logic [31:0] rs_val_o
                ,output logic [31:0] rd_val_o
                );
logic [31:0] RF [2**addr_width_p-1:0];
assign rs_val_o = RF [rs_addr_i];
assign rd_val_o = RF [rd_addr_i];
always_ff @ (posedge clk)
  begin
    if (wen_i)
      RF [rd_addr_i] <= write_data_i;
  end
endmodule
[design/flow/run.sh]
#!/bin/bash
# OpenROAD 26Q1-2900-gdf79404cd8, Yosys 0.63+post, stock flow scripts
make -C /OpenROAD-flow-scripts/flow DESIGN_CONFIG=/design/flow/config.mk WORK_HOME=/design/flow/orfs finish
==> flow_summary.yaml <==
# physical design summary
clocking:
  postCtsSetupRepairBufs: 0
  cts_root_buf: "clkbuf_16"
  cts_tree: "yes"
  cts_buffers: 211
  post_cts_resized: 0
  hold_buffers: 0
  cts.sinks: 2048
  htree_levels: 4
  path_clk_slew_ns: 0.06
  cts_buffer_depth: 3
yosys:
  ys_types: 71
  synthFlopType: "edfxtp_1"
  ys_seq_share_pct: 64.97
  synthCells: 5308
  synth-edff-count: 2048
  avgSynthCellArea_um2: 17.83
  synth_warnings: 1
  yosys-stat-area_mm2: 0.09466
  ys_ff: 2048
  async_flop_share_pct: 0
  ys_cells: 5308
  synth_area_mm2: 0.09466
final_layout:
  drive_gt1_share_pct: 28.23
  fin_cells: 8196
  layout_top_cells: "2,048 x edfxtp_1, 679 x mux4_2, 321 x buf_4, 311 x mux2i_1, 229 x a221oi_1"
  final_common_cell: "edfxtp_1"
  final_core_util_pct: 56.43
  stdcell_area_mm2: 0.1061
  reg_top3: "RF (2048)"
  top_register: "RF"
  largest_reg_flops: 2048
  area_growth_pct: 12.08
floorplanning:
  die_area_mm2: 0.1911
  rows: 159
  core-area_mm2: 0.1880
  die_y_um: 437.1
  pin_count: 110
  die_w_um: 437.1
  fp_util_pct: 50.35
worst_setup_path:
  cp_common_cell: "buf_4"
  cp.buffers_inverters: 6
  critPathArrivalTime_ns: 15.79
  worst_path_max_delay_cell: "nor3_1"
  cp_data_required_time_ns: 40.72
  setup.worst_path.start_class: "primary input"
  path_cells: "buf_8 > buf_4 > buf_4 > buf_4 > buf_4 > mux4_2 > nor2b_1 > a211oi_1 > a211oi_1 > nor3_1 > nand2_1 > clkdlybuf4s50_1"
  critPathCaptureType: "output port"
  worstPathMaxFanout: 50
  worstSetupPathType: "in -> out"
  cpLargestDelayFamily: "buffers and inverters"
  max_stage_delay_ns: 0.71
timing:
  setup_viol: 0
  finalHoldViolCount: 0
  fin_hold_ws_ns: 9.930
  rsz0062_at_grt: "false"
  clock.fmax_ghz: 0.03851
  fin_tns_setup_ns: 0
  period_used_pct: 51.02
  tightest_slew_ns: 1.125
  fin_crit_ns: 25.97
  slew_viol_final: 0
  relSlewSlack_pct: 25.03
place:
  hpwlAfterDp_um: 228500
  dp.cells: 7781
  io_buffer_count: 109
  postPlaceCellArea_mm2: 0.09948
  place.gp.congestion: 1.009
pwr:
  internal_power_w: 0.002817
  power.density_mw_per_mm2: 35.00
  comb_power_share_pct: 9.4
  switching_share_pct: 24.14
  p_clk_share_pct: 40.2
  ir_drop_mv: 0.03060
  p_sw_w: 0.0008965
  p_seq_share_pct: 50.4
  leakage_nw: 33.64
routing:
  drt-initial-drc-count: 5649
  remaining_drc_errors: 0
  routed_via_density: 7.467
  ant_nets: 0
  postRouteWirelength_um: 389900
  first_pass_iters: 25
  wl_per_cell_um: 47.57
  vias: 61200
outcome:
  status: "finished, final reports clean"
global_route:
  grt_pass1_wl_um: 528700
  grtUsageTotal_pct: 46.13
  grt_pass1_vias: 64950
  grt_overflow_total: 0
  grt_antenna_before_repair: 27
  grt_max_degree: 84
run:
  log.warning_count: 26
  drv_cap: 0
hold_path:
  holdCritPathClass: "in -> reg"
-- metal layers --
| layer | global-route usage (%) | part of all wire [%] |
|---|---|---|
| met5 | 13.31 | 0.80 |
| met4 | 25.63 | 7.7 |
| met1 | 49.72 | 27 |
| met3 | 44.46 | 23 |
| met2 | 57.47 | 42 |
-- per-stage QoR --
| step | total power, W | setup slack (ns) |
|---|---|---|
| after floorplan | 0.002087 | 28.73 |
| after global placement | 0.002243 | 24.84 |
| after detailed placement | 0.002243 | 24.88 |
| after CTS | 0.003708 | 24.89 |
| after global routing | 0.003789 | 24.58 |
| final | 0.003714 | 24.93 |
-- power by group through the flow --
stage	Combinational, W	Sequential [W]	Clock (W)
4_1_cts	0.000337	0.00187	0.00150
5_1_grt	0.000357	0.00187	0.00156
6_report	0.000349	0.00187	0.00149
-- synthesized netlist by cell type (5+ instances only) --
master	n	area share (%)
clkbuf_1	144	0.57
nor3_1	18	0.095
o211ai_1	12	0.095
or3_1	10	0.066
buf_6	23	0.27
a21oi_1	180	0.95
o211a_1	6	0.063
a211o_1	7	0.065
and2_1	7	0.046
a222oi_1	14	0.15
o22a_1	5	0.046
nand2b_1	15	0.099
buf_2	190	1.0
nand3_1	26	0.14
edfxtp_1	2048	65
nor2_1	202	0.80
mux2i_1	311	3.3
mux4_2	679	16
a221o_1	47	0.50
a31oi_1	19	0.13
and3_1	15	0.099
mux2_2	140	1.7
nor3b_1	6	0.048
a221oi_2	6	0.095
buf_1	38	0.15
a211oi_1	36	0.29
o221ai_1	43	0.40
a22oi_1	157	1.2
o2bb2ai_1	12	0.11
o22ai_1	111	0.73
nand4_1	13	0.086
o21ai_0	169	0.89
or2_2	9	0.059
buf_4	55	0.44
nor2b_1	22	0.15
a22o_1	70	0.65
nand2_1	139	0.55
or4_1	11	0.087
a221oi_1	229	2.1
-- area by class of cell --
class                      count  area [um^2]
fill                       14000        81900
clock buffer                 251         5451
multi-input combinational   2801        31410
clock inverter               128         1072
antenna                       36        90.09
tap                         2495         3122
inverter                       4        25.02
sequential                  2048        61500
timing repair buffer         433         3427
-- path summary, 6_finish.rpt --
kind / from / to / slack [ns] / cells after the start
worst max-delay path: rs_addr_i[0] / rs_val_o[28] / 24.93 / 12
worst min-delay path: write_data_i[3] / RF[0][3] / 9.93 / 2
-- cells by family after synthesis --
kind of cell           Yosys count  share of synthesized area (%)
AND-OR/OR-AND                 1149                          8.756
flip-flops                    2048                          64.97
AND/OR/NAND/NOR                514                          2.496
buffers and inverters          459                          2.537
multiplexers                  1138                          21.24
Power is estimated from default activity; no workload was simulated.
